### design/flow/run.sh
#!/bin/bash
# OpenROAD 26Q1-2900-gdf79404cd8, Yosys 0.63+post, stock flow scripts
make -C /OpenROAD-flow-scripts/flow DESIGN_CONFIG=/design/flow/config.mk WORK_HOME=/design/flow/orfs finish
### design/flow/config.mk
export PLATFORM = sky130hd
export DESIGN_NAME = DataMemory
export DESIGN_NICKNAME = DataMemory
export VERILOG_FILES = /design/flow/design.v
export SDC_FILE = /design/flow/constraint.sdc
export NUM_CORES = 4
export LEC_CHECK = 1
export CORE_UTILIZATION = 50
export SYNTH_MEMORY_MAX_BITS = 65536
### design/flow/constraint.sdc
current_design DataMemory

set clk_period 75.0
set clk_io_pct 0.2

create_clock -name clk0 -period $clk_period [get_ports {write_enable}]

set non_clock_inputs [all_inputs -no_clocks]
set_input_delay [expr $clk_period * $clk_io_pct] -clock clk0 $non_clock_inputs
set_output_delay [expr $clk_period * $clk_io_pct] -clock clk0 [all_outputs]
### design/flow/design.v
module DataMemory(
    input wire [7:0] address,   
    input wire [31:0] write_data,   
    input wire write_enable,    
    output reg [31:0] read_data  
);
    reg [31:0] mem [0:255];  
    always_comb begin
        read_data = mem[address];
    end
    always_ff @(posedge write_enable) begin
        if (write_enable)
            mem[address] <= write_data;
    end
endmodule
==> impl_metrics.py <==
# Metrics from the implementation run
metrics = {
    "global_routing": {
        "largest_net_degree_at_the_start_of_global_routing": 128,
        "gr-usage-all-layers_pct": 32.8,
        "grt_antenna_before_repair": 49,
        "grt_first_pass_wirelength_mm": 1240,
        "grt_pass1_vias": 166578,
        "grt_residual_overflow": 0,
    },
    "cts": {
        "tritoncts.num_buffers": 807,
        "hold_buffers": 0,
        "h_tree_levels": 6,
        "cts_num_sinks": 8192,
        "resize_count_post_cts": 0,
        "cts_setup_buffers": 0,
        "cts.path.max_buffers": 4,
        "cts_tree": "done",
        "cts.reportedPaths.clkPinSlew_ps": 60,
        "clockRootBuffer": "clkbuf_16",
    },
    "power": {
        "leakage_nw": 108,
        "ir_worst_vdd_mv": 0.0243,
        "pwr_density_cell_nw_per_um2": 27.0,
        "post-layout-total-power_mw": 9.50,
    },
    "critical_path": {
        "worstPathBufferInverterCount": 10,
        "critPathRequiredTime_ps": 60000,
        "timing.critical_path.arrival_ps": 22800,
        "cp_common_cell": "buf_4",
        "slowest_delay_ps": 940,
        "critical_path.slowest_cell": "nand4_1",
        "setup.worst_path.start_class": "input port",
        "timing.setup.critical_path_class": "input port to output pin",
        "cpLargestDelayFamily": "buffers and inverters",
        "crit_chain": "buf_16 > buf_4 > buf_4 > buf_4 > buf_4 > buf_4 > buf_4 > mux4_2 > a22oi_1 > a21oi_1 > buf_4 > o41ai_4 > buf_4 > nand4_1 > clkdlybuf4s50_1",
        "end_kind": "output pin",
        "worst-path-max-fanout": 68,
    },
    "placement": {
        "gpl_congestion": 0.873,
        "port_buffers": 72,
        "detailedPlacementHpwl_mm": 507,
    },
    "synthesis": {
        "netlist.area_leader.share_pct": 79.8,
        "yosys-top-cells-area": "edfxtp_1 80%, mux4_2 15%, a22oi_1 2.5%, a21oi_1 0.83%, clkbuf_1 0.53%",
        "synth_area_leader_cell": "edfxtp_1",
        "flop_and_latch_count_out_of_synthesis": 8192,
        "syn-mean-instance-area_um2": 23.7,
        "yosys.stat.seqShare_pct": 79.8,
        "synth_cell_types": 18,
        "mappedNetlistArea_um2": 308000,
        "post_synth_inst_count": 13033,
        "yosysChipArea_um2": 308000,
        "yosys_warnings": 1,
        "yosys_cells": 13033,
    },
    "worst_hold_path": {
        "holdCritPathClass": "input port to flop",
    },
    "final_timing": {
        "report.final.hold_viol_count": 0,
        "fin_crit_ps": 37800,
        "worstMarginPinSlew_ps": 1390,
        "fin_worst_hold_slack_ps": 14170,
        "rsz0062_at_grt": "false",
        "maxClockFrequency_mhz": 26.5,
        "setup_viol_count_final": 0,
        "layout_worst_path_cycle_share_pct": 50.4,
        "setup_total_negative_slack_ps": 0,
        "maxSlewViolCount": 0,
        "worst_slew_margin_rel_pct": 6.30,
    },
    "job": {
        "tool_warnings": 34,
        "cap_violations": 0,
    },
    "drt": {
        "routed_via_density": 6.45,
        "wl_per_cell_um": 39.0,
        "wirelength_mm": 889,
        "vias": 147228,
        "postRouteAntennaNets": 0,
        "drc": 0,
        "drt_pass1_iterations": 7,
        "first_iter_violations": 9277,
    },
    "die": {
        "row_count": 288,
        "die_area_um2": 620000,
        "coreArea_um2": 615000,
        "fp_util_pct": 50.2,
        "die.size.x_um": 787,
        "io-pin-count": 73,
        "die_h_um": 787,
    },
    "outcome": {
        "status": "finished, final reports clean",
    },
    "cells_and_area": {
        "max_flop_register": "mem",
        "flow.area_growth_from_synthesis_pct": 14.1,
        "drive_gt1_share_pct": 30.3,
        "leading_registers_by_flop_count": "mem (8192)",
        "largest_register_ffs": 8192,
    },
}
[cell families (layout without fill, tap and decap cells)]
family	Yosys count	count (layout)	share of synthesized area, %
flops	8192	8192	79.8
mux	2048	2048	15.0
compound gates	1664	1664	3.69
buf+inv	790	2414	1.16
simple gates	339	339	0.451
other cells	0	46	0
[report_power, final]
| part | switching, mW | internal, mW | leakage, nW |
|---|---|---|---|
| clock | 1.72 | 2.26 | 12.7 |
| sequential | 0.00380 | 5.06 | 73.6 |
| combinational | 0.317 | 0.153 | 21.5 |
[layer usage]
metal | part of all wire, % | global-route usage, % | routed length, um
met1 | 26 | 35.1 | 234000
met3 | 23 | 33.3 | 207000
met2 | 45 | 43.9 | 401000
met4 | 4.9 | 11.6 | 43400
met5 | 0.40 | 3.99 | 3520
[area by class of cell]
| type | instances | area [um2] |
|---|---|---|
| Antenna cell | 46 | 115 |
| Clock buffer | 983 | 21000 |
| Clock inverter | 499 | 5100 |
| Fill cell | 42478 | 263000 |
| Multi-Input combinational cell | 4051 | 61900 |
| Sequential cell | 8192 | 246000 |
| Tap cell | 8120 | 10200 |
| Timing Repair Buffer | 932 | 7650 |
[cells in the mapped netlist]
cell      count
buf_1       125
nand2_1      29
mux4_2     2048
nand4_1      32
or2_2         1
o41ai_1     128
nor2b_1       8
a22oi_1    1024
buf_4        31
a21oi_1     512
nand2b_1      2
nor2_1      260
buf_6        39
nand3_1       4
edfxtp_1   8192
clkbuf_1    438
buf_2       157
and2_1        3
[through the flow]
stage	std cells	setup slack [ps]	util, %	area [um2]
2_1_floorplan	13033	43080	-	308000
3_3_place_gp	21282	36390	52.9	325000
3_5_place_dp	21295	37340	53.0	326000
4_1_cts	22777	37290	57.2	352000
5_1_grt	22794	36960	57.2	352000
6_report	22823	37200	57.2	352000
[cells in the final DEF (no fill, tap or decap), types with 5 or more instances in the layout]
master	netlist	routed
a21oi_1	512	511
edfxtp_1	8192	8192
clkinv_2	0	142
clkinv_16	0	24
o41ai_2	0	87
nand2_4	0	13
clkbuf_1	438	170
clkdlybuf4s50_1	0	38
bufinv_16	0	76
nand2_1	29	8
nand4_1	32	32
clkinvlp_4	0	24
clkinv_1	0	202
inv_16	0	12
a22oi_1	1024	1024
buf_12	0	20
o41ai_4	0	9
buf_8	0	32
mux4_2	2048	2048
buf_4	31	832
diode_2	0	46
nand2_2	0	8
nor2_4	0	258
o41ai_1	128	32
inv_6	0	10
buf_6	39	7
clkinv_8	0	5
clkbuf_16	0	813
[path summary, 6_finish.rpt]
path              slack (ps)       endpoint  depth (start not counted)      startpoint
hold / removal         14170   mem[240][25]                          1  write_data[25]
setup / recovery       37200  read_data[25]                         15      address[1]
Power is estimated from default activity; no workload was simulated.

--- design.v ---
module ProgramCounter(
    input wire clk,        
    input wire reset,      
    output reg [7:0] pc    
);
    always @(posedge clk or posedge reset) begin
        if (reset)
            pc <= 8'b00000000;   
        else
            pc <= pc + 1;        
    end
endmodule
--- config.mk ---
export PLATFORM = sky130hd
export DESIGN_NAME = ProgramCounter
export DESIGN_NICKNAME = ProgramCounter
export VERILOG_FILES = /design/flow/design.v
export SDC_FILE = /design/flow/constraint.sdc
export NUM_CORES = 4
export LEC_CHECK = 1
export CORE_AREA = 10 10 70 70
export DIE_AREA = 0 0 80 80
--- run.sh ---
#!/bin/bash
# OpenROAD 26Q1-2900-gdf79404cd8, Yosys 0.63+post, stock flow scripts
make -C /OpenROAD-flow-scripts/flow DESIGN_CONFIG=/design/flow/config.mk WORK_HOME=/design/flow/orfs finish
--- constraint.sdc ---
current_design ProgramCounter

set clk_period 1.3
set clk_io_pct 0.2

create_clock -name clk0 -period $clk_period [get_ports {clk}]

set non_clock_inputs [all_inputs -no_clocks]
set_input_delay [expr $clk_period * $clk_io_pct] -clock clk0 $non_clock_inputs
set_output_delay [expr $clk_period * $clk_io_pct] -clock clk0 [all_outputs]
==> results_dict.tcl <==
# collected from the flow reports
set metrics [dict create \
    cts_buffers 3 \
    skew_ps 0.582 \
    drv_slew 0 \
    slew-limit-headroom_pct 79.8 \
    io-pin-count 10 \
    first_iter_violations 10 \
    r2r_start "pc[2]" \
    power_density_mw_per_mm2 809 \
    warnings 25 \
    power_leakage_nw 0.268 \
    cp.arrival_ps 890 \
    diodes 0 \
    track_usage_pct 3.05 \
    path_cells "dlygate4sd2_1" \
    cp_data_required_time_ps 1040 \
    regArea_sq_um 200 \
    mi_logic_area_sq_um 113 \
    htree_levels 1 \
    tritoncts "yes" \
    ys_types 11 \
    grt-ovfl-total 0 \
    clk_pin_slew_ps 50 \
    io_buffer_count 9 \
    hold_viol_final 0 \
    yosys_cells 25 \
    synthCells 25 \
    dr_total_vias 247 \
    chip_area_sq_mm 0.00640 \
    crit_type "reg -> out" \
    synth.avg_cell_area_sq_um 12.8 \
    wl_per_cell_um 8.76 \
    fin_crit_sh_pct 88.1 \
    timing.fmax_mhz 873 \
    drive_above_1_share_pct 28.9 \
    top_cell_area_share_pct 62.5 \
    largest_register "pc" \
    rrSetupSlack_ps 240 \
    grt_max_degree 9 \
    yosysSeqAreaShare_pct 62.5 \
    syn_area_sq_um 320 \
    wirelength_um 797 \
    vias_per_cell 2.71 \
    cpPeakStageDelay_ps 380 \
    cts_num_sinks 8 \
    use_met3_pct 2.84 \
    ant_nets 0 \
    reg2reg_to "pc[7]" \
    period_needed_ps 1150 \
    drc_errors 0 \
    critPathLaunchType "register" \
    max_cap_viol_count 0 \
    grt.busiest_layer "met2" \
    top_regs "pc: 8 flops" \
    irDropWorstVdd_mv 0.186 \
    worstPathBufferInverterCount 1 \
    critPathTopFamily "flip-flops" \
    die_width_um 80 \
    status "finished, final reports clean" \
    rsz0062_at_grt "false" \
    numSynthFlops 8 \
    drt_pre_antenna_iters 4 \
    largest_reg_flops 8 \
    grt_pass1_wl_mm 1.49 \
    cpMaxStageDelayCell "dfrtp_1" \
    ctsRootBufferMaster "clkbuf_4" \
    yosys_area_sq_um 320 \
    final_util_pct 15.8 \
    worstSkewPairLatency_ps 240 \
    hp-class "in -> async" \
    worstPathMaxFanout 2 \
    tightest_slew_ps 302 \
    rr_worst_depth 4 \
    grt_pass1_vias 289 \
    fp_util_pct 9.38 \
    setup_viol 0 \
    gp_congestion 0.670 \
    critPathCaptureType "output pin" \
    die_h_um 80 \
    yosysWarningCount 1 \
    core_area_sq_mm 0.00342 \
    num_rows 21 \
    antenna_found_initial 0 \
    fillers 383 \
    met2_usage_pct 4.09 \
    place_hpwl_um 587 \
    largest_area_cell "dfrtp_1" \
    tns_ps 0 \
    area_leaders "dfrtp_1, xnor2_1, xor2_1, ha_1, nand3_1" \
    syn_to_final_growth_pct 68.7 \
    cts_buffer_depth 2 \
    gr-usage-met1_pct 3.52 \
]
-- where the power goes --
part | switching, mW | internal [mW] | total [mW]
clock | 0.0750 | 0.105 | 0.180
combinational | 0.00488 | 0.00280 | 0.00768
sequential | 0 | 0.249 | 0.249
total | 0.0799 | 0.357 | 0.437
-- area by class of cell --
type                       count  area share [%]
tap                           46            10.6
clock buffer                   3            4.17
inverter                       2            1.39
timing repair buffer          17            25.9
sequential                     8            37.0
multi-input combinational     15            20.8
-- kinds of logic (layout without fill, tap and decap cells) --
kind of cell             count (synthesis)  count (layout)  share of synthesized area, %
AND/OR/NAND/NOR                          8               8                          14.8
buffers and inverters                    2              22                          2.34
flip-flops                               8               8                          62.5
XOR/XNOR                                 6               6                          16.4
adder cells (fa/ha/maj)                  1               1                          3.91
-- per-stage QoR --
step                instances  setup slack (ps)  hold WS (ps)  area [sq um]  total power, mW
global route               91              80.9           292           541            0.462
detailed placement         81               113           459           475            0.262
CTS                        91               136           257           541            0.452
finish                     91               155           258           541            0.437
global placement           81               108           458           475            0.261
floorplan                  25               394          75.7           320            0.257
-- synth_stat cells --
| master | number |
|---|---|
| inv_1 | 2 |
| nor2_1 | 1 |
| nand3_2 | 1 |
| nor3_2 | 1 |
| dfrtp_1 | 8 |
| xor2_1 | 3 |
| and3_1 | 1 |
| nand2_1 | 2 |
| ha_1 | 1 |
| nand3_1 | 2 |
| xnor2_1 | 3 |
-- per-layer routing --
metal  vias up  part of all wire [%]  routed length (um)
met5         -                     0                   0
met4         0                   1.0                   8
met3         2                    14                 112
met2         7                    42                 331
met1       115                    43                 344
li1        123                     -                   -
-- what timing repair did --
item                       4_1_cts  5_1_grt
hold buffers                     0        0
setup endpoints to repair        8        0
buffers inserted                 7        0
resized                          8        0
-- layout by cell type (no fill, tap or decap) --
cell type / synthesis / layout
nand3_1: 2 / 2
xnor2_1: 3 / 3
dlygate4sd2_1: 0 / 8
inv_1: 2 / 2
ha_1: 1 / 1
clkbuf_4: 0 / 3
buf_4: 0 / 8
nand3_2: 1 / 1
nor3_2: 1 / 1
dfrtp_1: 8 / 8
clkdlybuf4s50_1: 0 / 1
nand2_1: 2 / 2
and3_1: 1 / 1
nor2_1: 1 / 1
xor2_1: 3 / 3
-- worst max path at each step --
| stage | from | end | slack, ps | cells after the start |
|---|---|---|---|---|
| after CTS | pc[3] | pc[3] | 140 | 1 |
| after global routing | pc[3] | pc[3] | 80 | 1 |
| final | pc[3] | pc[3] | 150 | 1 |
Power and IR drop assume default switching activity.

===== ./design.v =====
module ALU(
    input wire [31:0] operand_a,      
    input wire [31:0] operand_b,      
    input wire [2:0] alu_opcode,      
    output reg [31:0] result          
);
    always_comb begin
        case (alu_opcode)
            3'b000: result = operand_a + operand_b;  
            3'b001: result = operand_a - operand_b;  
            3'b010: result = operand_a & operand_b;  
            3'b011: result = operand_a | operand_b;  
            3'b100: result = operand_a ^ operand_b;  
            default: result = 32'b0;  
        endcase
    end
endmodule

===== ./run.sh =====
#!/bin/bash
# OpenROAD 26Q1-2900-gdf79404cd8, Yosys 0.63+post, stock flow scripts
make -C /OpenROAD-flow-scripts/flow DESIGN_CONFIG=/design/flow/config.mk WORK_HOME=/design/flow/orfs finish

===== ./config.mk =====
export PLATFORM = sky130hd
export DESIGN_NAME = ALU
export DESIGN_NICKNAME = ALU
export VERILOG_FILES = /design/flow/design.v
export SDC_FILE = /design/flow/constraint.sdc
export NUM_CORES = 4
export LEC_CHECK = 1
export CORE_UTILIZATION = 40

===== ./constraint.sdc =====
current_design ALU

set clk_period 25.2
set clk_io_pct 0.2

create_clock -name clk0 -period $clk_period

set non_clock_inputs [all_inputs -no_clocks]
set_input_delay [expr $clk_period * $clk_io_pct] -clock clk0 $non_clock_inputs
set_output_delay [expr $clk_period * $clk_io_pct] -clock clk0 [all_outputs]

==> impl_metrics.ini <==
; yosys + openroad results
[outcome]
status = complete, no violations

[global_route]
grt_pass1_wl_mm = 20.8
grt_max_degree = 50
grt_usage_pct = 22.8
antenna_found_initial = 0
grt_pass1_vias = 4136
grt-ovfl-total = 0

[floorplanning]
floorplan.rows = 36
initCoreUtil_pct = 42.1
num_io_pins = 99
die_area_mm2 = 0.0109
die_y_um = 104
placeableCoreArea_mm2 = 0.00995
die_w_um = 104

[synthesis]
ys_cells = 620
postSynthSeqShare_pct = 0
ys_area_mm2 = 0.00419
top_area_share_pct = 28.7
simple_gate_area_share_pct = 17.8
logic_family = AND-OR/OR-AND gates
netlist_area_mm2 = 0.00419
synth_adder_area_share_pct = 29.2
postSynthCellCount = 620
ys_warn_count = 1
topCellsByArea = ha_1, xnor2_1, a21oi_1, inv_1, nor2_1
yosysTopAreaCell = ha_1
synth-compound-area-share_pct = 31.5
ys_types = 54
ys_sh_xor_pct = 11.9
mux_area_share_pct = 0.478
syn_avg_cell_area_um2 = 6.75

[route]
firstDrtPassIters = 5
vias_per_cell = 5.43
wl_per_cell_um = 15.1
wl_mm = 12.5
diodes = 0
drtIter0Drc = 216
drtAntennaViolNets = 0
drc = 0
num_vias = 4488

[hold_path]
hold_class = in2out
whs_path_depth = 6
holdCritStartpoint = operand_a[15]
min_to = result[15]

[power_and_ir_drop]
pwr_density_cell_mw_per_mm2 = 24.1
combPwrFrac_pct = 100.0
seq_power_share_pct = 0
swShare_pct = 51.0
p_leak_nw = 2.36
clkPwrFrac_pct = 0
ir_drop_v = 0.0000102
internal-power_mw = 0.0621
p_sw_mw = 0.0647

[cts]
cts_setup_buffers = 0
hold_buffers = 0
post_cts_resize_count = 0

[placement]
routabilityCongestion = 0.913
port_buffers = 99
dpl.hpwl_mm = 9.89
dp_cells = 827

[sta]
period_minus_slack_ps = 15070
setup_viol = 0
grt_setup_unrepaired = no
finalCritPeriodShare_pct = 59.8
setup_tns_ps = 0
fmax_mhz = 66.4
hold_viol = 0
slew_viol_final = 0
maxSlewHeadroom_pct = 47.6
tightest_slew_ps = 779

[critical_path]
crit_slowest_cell = clkinv_1
path_max_fanout = 49
required_ps = 20160
path_class = in2out
timing.critical_path.buf_inv = 5
cp_cell_sequence = clkdlybuf4s50_1, buf_4, clkinv_1, nor2_1, buf_4, nor2_1, xnor2_1, ha_1, and3_1, a221o_1, o311ai_2, a31oi_1, nor4_1, o31ai_2, xnor2_1, o21ai_1, clkdlybuf4s50_1
cpPeakStageDelay_ps = 740
startpoint_type = input port
critPathArrivalTime_ps = 10030
endpoint_kind = output pin
crit_family = buffers and inverters

[final_layout]
final_cells = 827
register_area_um2 = 0
seq_cell_count = 0
area_growth_pct = 25.8
layout_top_cell = clkdlybuf4s50_1
lay_top_cells = clkdlybuf4s50_1, ha_1, inv_1
drive_gt1_share_pct = 2.45
clockBufferCount = 0

[flow_run]
log.warning_count = 65
drv_cap = 0
[kinds of logic after synthesis]
group | after synthesis
compound gates | 210
xor+xnor | 57
fa+ha+maj | 97
buf+inv | 101
mux | 2
simple gates | 153
[cell type report]
cell class / instances / area [um^2]
Fill cell: 981 / 4690
Timing Repair Buffer: 104 / 1030
Tap cell: 133 / 166
Inverter: 71 / 267
Multi-Input combinational cell: 519 / 3800
[worst max-delay path by stage]
| stage | to | slack, ps | cells past startpoint | startpoint |
|---|---|---|---|---|
| CTS | result[21] | 10110 | 17 | alu_opcode[0] |
| global route | result[21] | 9550 | 17 | alu_opcode[0] |
| finish | result[31] | 10130 | 17 | alu_opcode[0] |
[through the flow]
step	total power, mW	setup WS (ps)	area (um^2)	hold WS (ps)	util [%]
6_report	0.127	10130	5270	11300	52.9
5_1_grt	0.142	9550	5270	11370	52.9
4_1_cts	0.127	10110	5270	11310	52.9
3_5_place_dp	0.126	10130	5270	11290	52.9
3_3_place_gp	0.126	10210	5270	11300	52.9
2_1_floorplan	0.0784	12080	4190	10200	-
[tightest hold or removal path, cell delays in order]
cell and delay, ps:
clkdlybuf4s50_1 460, inv_1 80, ha_1 120, nand2_1 40, o221ai_1 60, clkdlybuf4s50_1 470
[power by group through the flow]
stage | clock, mW | combinational [mW] | sequential [mW]
final | 0 | 0.127 | 0
after CTS | 0 | 0.127 | 0
after global routing | 0 | 0.142 | 0
[synth_stat cells, drive strengths merged, types with 3 or more instances]
library cell  number
nor3               4
o31ai              4
o22ai              5
and2               4
nand4              8
nor2              59
a41oi              3
nor2b              4
a21oi             69
xor2              12
nand2b             6
o21a               5
clkbuf            26
o21ai             48
o221ai             5
buf                4
inv               70
a31oi             19
o31a               5
xnor2             45
o211ai             5
o21bai             3
a211oi            17
ha                96
nand3              7
nor4               6
and3               5
and4               5
a21o              12
nand2             35
[routing by layer]
layer	part of all wire, %	wire length, um	GRT usage, %	vias up
li1	-	-	-	2356
met4	0	0	0.204	0
met2	43	5350	35.5	125
met1	52	6480	35.4	2007
met5	0	0	0	-
met3	5.5	695	2.87	0
No activity file was given, so power comes from the tool's default toggle rates.
